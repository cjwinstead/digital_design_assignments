[constraint.sdc]
current_design SevenSegmentTop

set clk_period 1.0
set clk_io_pct 0.2

create_clock -name clk0 -period $clk_period

set non_clock_inputs [all_inputs -no_clocks]
set_input_delay [expr $clk_period * $clk_io_pct] -clock clk0 $non_clock_inputs
set_output_delay [expr $clk_period * $clk_io_pct] -clock clk0 [all_outputs]
[run.sh]
#!/bin/bash
# OpenROAD 26Q1-2900-gdf79404cd8, Yosys 0.63+post, stock flow scripts
make -C /OpenROAD-flow-scripts/flow DESIGN_CONFIG=/design/flow/config.mk WORK_HOME=/design/flow/orfs finish
[config.mk]
export PLATFORM = sky130hd
export DESIGN_NAME = SevenSegmentTop
export DESIGN_NICKNAME = SevenSegmentTop
export VERILOG_FILES = /design/flow/design.v
export SDC_FILE = /design/flow/constraint.sdc
export NUM_CORES = 4
export LEC_CHECK = 1
export CORE_AREA = 10 10 70 70
export DIE_AREA = 0 0 80 80
[design.v]
`timescale 1ns / 1ps
module SevenSegmentCombinational(
    input w,
    input x,
    input y,
    input z,
    output a,
    output b,
    output c,
    output d,
    output e,
    output f,
	 output g
    );
	assign a = w  | y    | x&z   | ~x&~z;
	assign b = ~x | y&z  | ~y&~z;
	assign c = x  | ~y   | z;
	assign d = w  | y&~z | ~x&y  | ~x&~z | x&~y&z;
	assign e = ~x&~z | y&~z;
	assign f = w | ~y&~z | x&~z | x&~y;
	assign g = y&~z | x&~y | w | ~x&y;
endmodule
`timescale 1ns / 1ps
module SevenSegmentTop(
	output [6:0] seg,
	output [3:0] an,
	input [7:0] sw
    );
	wire [6:0] D;
	assign seg = ~D;
	assign an  = ~sw[7:4];
	SevenSegmentCombinational S1(
		.w(sw[3]),
     .x(sw[2]),
     .y(sw[1]),
     .z(sw[0]),
     .a(D[6]),
     .b(D[5]),
     .c(D[4]),
     .d(D[3]),
     .e(D[2]),
     .f(D[1]),
	  .g(D[0])
    );
endmodule
==> results_slide.txt <==
Synthesis and Place & Route Summary

CTS
  • Hold-fix buffers, CTS: 0

Final timing
  • Tightest Pin Transition: 0.135 ns
  • TNS Setup: -0.114 ns
  • Fmax: 0.947 GHz
  • Post-layout min period: 1.06 ns
  • Slew headroom: 0.909
  • Setup-failing EPs final: 3
  • Max Slew Vio Count: 0
  • Worst setup margin: -0.0563 ns
  • Hold Violations, Final: 0
  • RSZ-0062 raised after global routing: true
  • Tcrit/Tclk final: 1.06

Detailed routing
  • Drc violations: 0
  • Total routed wirelength: 605 um
  • Wire length on met3: 124 um
  • Avg WL per Cell: 6.72 um
  • Initial DRC count: 5
  • M1 wire length: 243 um
  • Vias post-DR: 216
  • Met2 WL: 237 um
  • Initial DRT Pass Iterations: 2
  • Via-per-instance ratio: 2.40
  • Routed Antenna Nets: 0
  • Antenna diodes: 0
  • Highest routed layer: met3

Floorplan
  • Full die area: 0.00640 mm2
  • FP Rows: 21
  • Chip Width: 80 um
  • I/O pins: 19
  • Chip height: 80 um
  • Total core area: 0.00342 mm2
  • Init Core Util: 0.0330

Global route
  • Vias in the first global route: 173
  • Total track usage: 0.0159
  • Initial antenna violation count: 0
  • Maximum number of pins on one net before global-route repair: 7
  • Total grt overflow: 0
  • First-pass GRT wire length: 862 um

Pwr
  • LEAKAGE: 0.204 nW
  • Peak supply drop: 0.0000465 V
  • Cell Pwr Density: 327 mW/mm2

Final layout
  • P&R area growth vs syn: 234%
  • Layout cells sized above 1: 0.568
  • Final instance area: 377 um2
  • Sequential standard cell area: 0 um2
  • Top cells excl fill/tap: buf_2, inv_1, dlygate4sd2_1
  • Flop count: 0
  • Clock buffers: 0
  • Commonest Layout Cell: buf_2

Status
  • Status: finished with violations
  • Failing checks: setup timing

Placement
  • IO buf count: 19
  • Detailed Place HPWL: 521 um
  • Final GP Congestion: 0.759
  • Placed inst area: 372 um2

Job
  • OpenROAD warning count: 34
  • Max_cap viols: 0

Logic synthesis
  • Yosys cell count: 21
  • Synth Seq Share: 0
  • Syn Std Cell Area: 113 um2
  • Total number of yosys warnings: 0
  • YS chip area: 113 um2
  • Unique cell types: 12
  • Post-Synthesis Cells: 21
  • Synth Area per Inst: 5.36 um2

Setup path
  • Launch point of the worst path: sw[0]
  • Arrival @ worst endpoint: 0.86 ns
  • Crit path kind: in -> out
  • Crit. End Element: output port
  • Crit path launch type: input port
  • Critical path endpoint: seg[3]
  • CP Max Fanout: 6
  • Required @ worst endpoint: 0.80 ns

Hold path
  • Hold Path Class: in -> out
  • Hold Startpoint: sw[7]
[synth_stat cells]
library cell  instances  area share
buf_6                 1        0.10
inv_1                 6        0.20
nor2_1                2       0.067
o21ai_0               1       0.044
nor3_1                1       0.044
xnor2_1               1       0.078
nand3_1               1       0.044
a21oi_2               1       0.078
a21oi_1               2       0.089
nand2_1               3        0.10
a21o_2                1       0.078
xor2_1                1       0.078
[worst min path at each step]
stage	end	slack, ns	cells after the start
5_1_grt	an[3]	0.65	3
4_1_cts	seg[5]	0.69	4
6_report	an[3]	0.62	3
[through the flow]
stage          total power, mW  std cells   util  hold slack, ns  setup slack [ns]
2_1_floorplan           0.0312         21      -           0.409             0.191
3_3_place_gp             0.126         88  0.109            1.29            -0.821
3_5_place_dp             0.127         88  0.109            1.28            -0.831
4_1_cts                  0.122         90  0.107           0.694           -0.0954
5_1_grt                  0.138         90  0.110           0.646            -0.111
6_report                 0.123         90  0.110           0.615           -0.0563
[worst max-delay path: stages]
cell	delay, ns
buf_8	0.11
xor2_2	0.15
nand2_2	0.08
buf_6	0.11
a21oi_2	0.10
buf_2	0.10
[logic make-up (layout without fill, tap and decap cells)]
kind of cell    after synthesis  in the layout  share of synthesized area
compound gates                5              5                      0.289
xor+xnor                      2              2                      0.156
buf+inv                       7             30                      0.300
simple gates                  7              7                      0.255
[metal layers]
layer  GRT usage  vias to the layer above
met1      0.0191                       94
met4           0                        0
met5           0                        -
met3      0.0114                        0
li1            -                      108
met2      0.0241                       14
[what timing repair did]
item / in CTS / in global routing
cloned: 0 / 0
endpoints found under the hold margin: 0 / 0
gates resized: 53 / 8
setup endpoints to repair: 11 / 6
pin swaps: 7 / 4
buffers inserted: 2 / 0
[report_power, final]
| part | leakage, nW | internal (mW) | switching (mW) |
|---|---|---|---|
| Clock | 0 | 0 | 0 |
| Sequential | 0 | 0 | 0 |
| Combinational | 0.204 | 0.0793 | 0.0439 |
[cell type report]
cell class                 count  area (um2)
fill                         408        3040
inverter                       6        22.5
multi-input combinational     14         101
tap                           46        57.6
timing repair buffer          24         195
Power figures rest on the tool's default switching activity, not on a simulated workload.

**/design/flow/config.mk**
```make
export PLATFORM = sky130hd
export DESIGN_NAME = SevenSegmentTruthTable
export DESIGN_NICKNAME = SevenSegmentTruthTable
export VERILOG_FILES = /design/flow/design.v
export SDC_FILE = /design/flow/constraint.sdc
export NUM_CORES = 4
export LEC_CHECK = 1
export CORE_AREA = 10 10 70 70
export DIE_AREA = 0 0 80 80
```
**/design/flow/constraint.sdc**
```tcl
current_design SevenSegmentTruthTable

set clk_period 1.0
set clk_io_pct 0.2

create_clock -name clk0 -period $clk_period

set non_clock_inputs [all_inputs -no_clocks]
set_input_delay [expr $clk_period * $clk_io_pct] -clock clk0 $non_clock_inputs
set_output_delay [expr $clk_period * $clk_io_pct] -clock clk0 [all_outputs]
```
**/design/flow/design.v**
```verilog
`timescale 1ns / 1ps
module SevenSegmentTruthTable(
    input w,
    input x,
    input y,
    input z,
    output a,
    output b,
    output c,
    output d,
    output e,
    output f,
	 output g
    );
	wire [3:0] N;
	reg  [6:0] D;
	assign N[3] = w;
	assign N[2] = x;
	assign N[1] = y;
	assign N[0] = z;
	assign a = D[0];
	assign b = D[1];
	assign c = D[2];
	assign d = D[3];
	assign e = D[4];
	assign f = D[5];
	assign g = D[6];
	always @(*) begin
		case (N)
			4'b0000: D = 7'b1111110;
			4'b0001: D = 7'b0110000;
			4'b0010: D = 7'b1101101;
			4'b0011: D = 7'b1111001;
			4'b0100: D = 7'b0110011;
			4'b0101: D = 7'b1011011;
			4'b0110: D = 7'b1011111;
			4'b0111: D = 7'b1110000;
			4'b1000: D = 7'b1111111;
			4'b1001: D = 7'b1111011;
			4'b1010: D = 7'b0000000;
			4'b1011: D = 7'b0000000;
			4'b1100: D = 7'b0000000;
			4'b1101: D = 7'b0000000;
			4'b1110: D = 7'b0000000;
			4'b1111: D = 7'b0000000;
		endcase
	end
endmodule
```
**/design/flow/run.sh**
```bash
#!/bin/bash
# OpenROAD 26Q1-2900-gdf79404cd8, Yosys 0.63+post, stock flow scripts
make -C /OpenROAD-flow-scripts/flow DESIGN_CONFIG=/design/flow/config.mk WORK_HOME=/design/flow/orfs finish
```
==> impl_metrics.py <==
# Physical implementation metrics
metrics = {
    "sta": {
        "period_minus_slack_ns": 1.18,
        "final_hold_viol_count": 0,
        "finalMaxSlewViolations": 0,
        "fin_crit_sh_pct": 118,
        "setup_viol": 7,
        "rsz0062_at_grt": "true",
        "max_freq_ghz": 0.845,
        "max_slew_margin_pct": 87.2,
        "worst_slew_pin_slew_ns": 0.186,
        "worst_slack_ns": -0.184,
    },
    "floorplan": {
        "die_y_um": 80,
        "die-area_um2": 6400,
        "fp-row-count": 21,
        "die_w_um": 80,
        "fp_util_pct": 6.78,
        "core_area_um2": 3420,
        "io_pins": 11,
    },
    "setup_path": {
        "slowest_stage": "ha_4",
        "critPathArrivalTime_ns": 0.98,
        "cpLargestDelayFamily": "buffers and inverters",
        "crit_path_max_incr_delay_ns": 0.16,
        "crit_buf_inv": 4,
        "crit_path_frequent_cell": "buf_6",
        "crit_type": "primary input to primary output",
        "worstPathCellList": "buf_8 -> buf_6 -> buf_6 -> ha_4 -> o22ai_2 -> buf_2",
        "end_kind": "primary output",
        "crit_fanout": 3,
        "crit_path_start_kind": "primary input",
        "crit_required_ns": 0.80,
    },
    "detailed_routing": {
        "wire_per_inst_um": 9.83,
        "vias_per_cell": 2.94,
        "diodes": 0,
        "vias": 294,
        "antenna_left": 0,
        "firstDrtPassIters": 2,
        "drt_wl_total_um": 983,
        "initialDrtViolationCount": 3,
        "remaining_drc_errors": 0,
    },
    "worst_hold_path": {
        "hold-path-cell-count": 4,
        "hp-class": "primary input to primary output",
        "min_to": "e",
        "min-delay-start": "x",
    },
    "grt": {
        "grtUsageTotal_pct": 2.93,
        "grt-busiest-layer": "met2",
        "grt_pass1_wl_um": 1510,
        "antenna_found_initial": 0,
        "use_met1_pct": 3.30,
        "grt_pass1_vias": 298,
        "grt_use_met2_pct": 6.18,
        "grt_util_met3_pct": 0,
        "grt_max_degree": 5,
        "overflow": 0,
    },
    "yosys": {
        "synth.distinct_cells": 12,
        "yosys_cells": 28,
        "top_cell_area_share_pct": 32.4,
        "postSynthCellCount": 28,
        "largest_area_cell": "ha_1",
        "ys_seq_share_pct": 0,
        "syn_area_per_cell_um2": 8.27,
        "netlist_area_um2": 231,
        "area_leaders": "ha_1 32%, o22ai_1 14%, buf_6 9.7%",
        "yosysChipArea_um2": 231,
        "yosysWarnings": 1,
    },
    "run_status": {
        "status": "finished, violations left",
        "violations": "negative setup slack",
    },
    "placement": {
        "place_congestion": 0.767,
        "dp_hpwl_um": 629,
        "io_buffers": 11,
        "place_area_um2": 429,
        "placedCellCount": 90,
    },
    "power_and_ir_drop": {
        "p_leak_nw": 0.266,
        "p_per_area_nw_per_um2": 396,
        "peakVddDrop_uv": 59.9,
    },
    "layout": {
        "final_cell_area_um2": 634,
        "layoutNonFillerInstCount": 100,
        "clkbuf_count": 0,
        "syn_to_final_growth_pct": 174,
        "drive_above_1_share_pct": 90.7,
        "seq_area_um2": 0,
        "design.seq.count": 0,
    },
    "run": {
        "drv_cap": 0,
        "warnings": 39,
    },
    "clock_network": {
        "cts_hold_buf": 0,
    },
}
[cells in the mapped netlist]
cell type  number
o22ai_1         5
inv_1           6
mux2i_1         1
o31a_1          1
nor2_4          1
buf_6           2
xnor2_1         1
a21o_2          1
ha_1            6
a21oi_2         1
nand2b_4        1
o21ai_0         2
[what timing repair did]
| action | CTS | global route |
|---|---|---|
| gates cloned | 0 | 0 |
| pin swaps | 9 | 6 |
| hold endpoints to repair | 0 | 0 |
| setup buffers | 11 | 0 |
| gates resized | 76 | 9 |
| endpoints found under the setup margin | 7 | 7 |
[metrics by stage]
stage | util [%] | hold WS, ns | TNS, ns | worst slack, ns | total power, mW
after floorplan | - | 0.517 | 0 | 0.0797 | 0.0691
after global placement | 12.6 | 1.50 | -6.66 | -1.03 | 0.164
after detailed placement | 12.6 | 1.51 | -6.78 | -1.05 | 0.167
after CTS | 17.9 | 0.805 | -1.04 | -0.173 | 0.234
after global routing | 18.6 | 0.825 | -1.14 | -0.210 | 0.271
final | 18.6 | 0.793 | -0.953 | -0.184 | 0.251
[cells in the final DEF, fill, tap and decap left out, types with 2 or more instances in the layout]
master	instances
buf_6	11
buf_2	8
buf_4	7
o22ai_2	5
ha_4	5
inv_2	3
buf_8	2
[area by class of cell]
class              count  area, um^2
fillers              375        2780
multi-input cells     20         300
repair buffers        28         246
well taps             46        57.6
inverters              6        30.0
[where the power goes]
| group | switching (mW) | leakage [nW] | internal [mW] |
|---|---|---|---|
| combinational | 0.103 | 0.266 | 0.148 |
| clock | 0 | 0 | 0 |
| sequential | 0 | 0 | 0 |
[how the worst max path moves through the flow]
stage / slack [ns] / start / cells after the start / endpoint
after CTS: -0.17 / z / 7 / b
after global routing: -0.21 / z / 7 / b
final: -0.18 / y / 6 / b
[routing by layer]
layer | wire, um | part of all wire, %
met5 | 0 | 0
met4 | 0 | 0
met3 | 0 | 0
met2 | 579 | 59
met1 | 403 | 41
[cells by family after synthesis]
group / share of synthesized area [%]
compound gates: 29.2
fa+ha+maj: 32.4
buf+inv: 19.5
simple gates: 10.8
xor+xnor: 3.78
mux: 4.32
No activity file was given, so power comes from the tool's default toggle rates.

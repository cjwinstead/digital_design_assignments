## /design/flow/run.sh

```bash
#!/bin/bash
# OpenROAD 26Q1-2900-gdf79404cd8, Yosys 0.63+post, stock flow scripts
make -C /OpenROAD-flow-scripts/flow DESIGN_CONFIG=/design/flow/config.mk WORK_HOME=/design/flow/orfs finish
```

## /design/flow/config.mk

```make
export PLATFORM = sky130hd
export DESIGN_NAME = sevensegment
export DESIGN_NICKNAME = sevensegment
export VERILOG_FILES = /design/flow/design.v
export SDC_FILE = /design/flow/constraint.sdc
export NUM_CORES = 4
export LEC_CHECK = 1
export CORE_AREA = 10 10 70 70
export DIE_AREA = 0 0 80 80
```

## /design/flow/constraint.sdc

```tcl
current_design sevensegment

set clk_period 1.0
set clk_io_pct 0.2

create_clock -name clk0 -period $clk_period

set non_clock_inputs [all_inputs -no_clocks]
set_input_delay [expr $clk_period * $clk_io_pct] -clock clk0 $non_clock_inputs
set_output_delay [expr $clk_period * $clk_io_pct] -clock clk0 [all_outputs]
```

## /design/flow/design.v

```verilog
`timescale 1ns / 1ps
module decoder(
    input      [2:0] i,
	 input            en,
    output reg [7:0] d
    );
	always @(*) begin
		if (en) begin
		case (i)
			3'd7: d=8'd1;
			3'd6: d=8'd2;
			3'd5: d=8'd4;
			3'd4: d=8'd8;
			3'd3: d=8'd16;
			3'd2: d=8'd32;
			3'd1: d=8'd64;
			3'd0: d=8'd128;
		endcase
		end
		else
			d=8'd0;
	end
endmodule
`timescale 1ns / 1ps
module decoder4(
    input [3:0] in,
    output [15:0] out
    );
	wire en = ~in[3];
	decoder D1(.i(in[2:0]), .en(in[3]), .d(out[7:0]));
	decoder D2(.i(in[2:0]), .en(en), .d(out[15:8]));
endmodule
`timescale 1ns / 1ps
module sevensegment(
    input [3:0] wxyz,
    output [6:0] seg
    );
	wire [15:0] d;
	decoder4 D(.in(wxyz), .out(d));
	assign seg[0] = |(d & 16'hB7C0);
	assign seg[1] = |(d & 16'hF9C0);
	assign seg[2] = |(d & 16'hDFC0);
	assign seg[3] = |(d & 16'hB6C0);
	assign seg[4] = |(d & 16'hA280);
	assign seg[5] = |(d & 16'h8EC0);
	assign seg[6] = |(d & 16'h3EC0);
endmodule
```

==> metrics.yaml <==
io_pins: 11
clock_buffers: 0
dp.cells: 78
cts_hold_buf: 0
timing.final.crit_share_pct: 117
hold_viol: 0
gp_congestion: 0.678
cp_data_arrival_time_ns: 0.97
finish.instance_area_um2: 395
rsz0062_at_grt: "yes"
drt_iter0_drc: 22
synth_stat.cells: 23
powerDensity_mw_per_mm2: 372
syn_to_final_growth_pct: 163
finalPower_uw: 147
min_path_type: "in2out"
cp_data_required_time_ns: 0.80
critPathKind: "in2out"
ys_chip_area_um2: 150
crit_start: "wxyz[3]"
hp-start: "wxyz[2]"
max_clock_freq_mhz: 852
end_kind: "output pin"
violations: "negative setup slack"
cap_viol_max_count: 0
firstDrtPassIters: 2
dp_hpwl_um: 470
port-buffer-count: 11
core-area_mm2: 0.00342
antenna_cells: 0
ys_seq_share_pct: 0
leakagePower_uw: 0.000155
fin_crit_ns: 1.17
grt_pass1_wl_um: 1090
status: "complete, but fails checks"
postPlaceCellArea_um2: 308
drv_slew: 0
drtAntennaViolNets: 0
first_global_vias: 222
die_w_um: 80
grt_overflow_total: 0
startpoint_type: "primary input"
warnings: 34
chipArea_mm2: 0.00640
n_fill_cell: 393
ys_types: 19
vdd_drop_max_v: 0.0000492
drive_gt1_share_pct: 71.1
grt_use_total_pct: 2.01
dieHeight_um: 80
row_count: 21
worst_pin_slew_ns: 0.212
ys.warnings.count: 1
regArea_um2: 0
grt_max_degree: 10
remaining_drc_errors: 0
initial_core_util_pct: 4.40
relSlewSlack_pct: 85.8
drt-wirelength-per-cell_um: 7.87
timing.final.ws_setup_ns: -0.173
antenna_found_initial: 0
synth_area_um2: 150
setup_viol: 6
dpl_worst_slack_ns: -1.02
vias_per_cell: 2.62
syn_inst: 23
vias: 220
avgSynthCellArea_um2: 6.53
drt-total-wl_um: 661
fin_cells: 84
ff_count: 0
worstPathMaxFanout: 6
==> worst paths after layout <==
check      to  slack [ns]  cells past startpoint
max    seg[3]       -0.17                      6
min    seg[5]        0.67                      3
==> critical path, cell delays in order <==
cell      delay (ns)
buf_8           0.10
buf_6           0.12
nor4b_4         0.26
buf_4           0.15
a211oi_2        0.03
buf_2           0.11
==> layout make-up <==
class / instances / area [um^2] / area share (%)
repair buffers: 18 / 153 / 38.6
multi-input cells: 19 / 181 / 45.9
inverters: 1 / 3.75 / 0.949
well taps: 46 / 57.6 / 14.6
==> layer usage <==
layer / part of all wire (%) / wire length, um / up-vias / global-route usage [%]
met3: 15 / 102 / 0 / 1.02
met4: 0 / 0 / 0 / 0
met5: 0 / 0 / - / 0
met1: 45 / 296 / 96 / 2.64
met2: 40 / 263 / 8 / 3.05
li1: - / - / 116 / -
==> stage by stage <==
step           setup TNS [ns]  utilization (%)  hold WS (ns)
2_1_floorplan               0                -         0.485
6_report               -0.696             11.6         0.665
3_5_place_dp            -6.48             9.01          1.47
4_1_cts                -0.823             11.3         0.678
3_3_place_gp            -6.36             9.01          1.46
5_1_grt                -0.996             11.6         0.686
==> layout by cell type, fill, tap and decap left out <==
cell type      count
nand2b_1           1
buf_12             1
o21ai_1            1
and3_2             1
nand2_1            1
nor2b_1            1
clkbuf_4           1
buf_4              5
o21bai_1           1
a21oi_2            3
a211oi_2           1
o221a_1            1
o21ai_2            1
inv_1              1
buf_8              1
nor4b_4            1
a221oi_2           1
or2_4              1
a21boi_0           1
buf_6              3
dlygate4sd2_1      1
o21bai_4           1
o2bb2ai_1          1
nor2_1             1
buf_2              6
==> report_power, final <==
group          total (uW)  leakage (uW)  internal, uW  switching (uW)
logic                 147      0.000155          89.0            58.1
registers               0             0             0               0
clock network           0             0             0               0
==> timing repair <==
item | 4_1_cts | 5_1_grt
cloned | 0 | 0
setup buffers | 6 | 0
setup endpoints to repair | 7 | 7
gates resized | 58 | 4
pin swaps | 6 | 1
==> synthesized netlist by cell type (all sizes together) <==
cell type,n,area (um^2)
o21bai,2,15.0
buf,2,12.5
a221oi,1,8.76
clkbuf,1,5.00
nor4b,1,8.76
and3,1,7.51
o221a,1,11.3
nor2,1,3.75
o21ai,2,10.0
a21oi,3,15.0
a21boi,1,7.51
or2,1,8.76
nand2b,1,6.26
nand2,1,3.75
nor2b,1,6.26
o2bb2ai,1,8.76
inv,1,3.75
a211oi,1,7.51
==> logic make-up after synthesis <==
| logic type | after synthesis | synth area share (%) |
|---|---|---|
| buf+inv | 4 | 14.2 |
| simple gates | 7 | 30.0 |
| compound gates | 12 | 55.8 |
Power and IR drop assume default switching activity.
